==> run.sh <==
#!/bin/bash
# OpenROAD 26Q1-2900-gdf79404cd8, Yosys 0.63+post, stock flow scripts
make -C /OpenROAD-flow-scripts/flow DESIGN_CONFIG=/design/flow/config.mk WORK_HOME=/design/flow/orfs finish
==> config.mk <==
export PLATFORM = sky130hd
export DESIGN_NAME = fixed_adder_tree
export DESIGN_NICKNAME = fixed_adder_tree
export VERILOG_FILES = /design/flow/design.v
export SDC_FILE = /design/flow/constraint.sdc
export NUM_CORES = 4
export LEC_CHECK = 1
export CORE_AREA = 10 10 636 636
export DIE_AREA = 0 0 646 646
export SYNTH_HDL_FRONTEND = slang
==> design.v <==
module fixed_adder_tree #(
    parameter int unsigned DATA_WIDTH = 32
)(
    input clk,
    input signed [DATA_WIDTH-1:0] in[0:31],
    output logic signed [DATA_WIDTH+4:0] out
);
    logic signed [DATA_WIDTH:0] layer_1 [0:15];
    logic signed [DATA_WIDTH+1:0] layer_2 [0:7];
    logic signed [DATA_WIDTH+2:0] layer_3 [0:3];
    logic signed [DATA_WIDTH+3:0] layer_4 [0:1];
    fixed_adder_arr #(.ARRAY_IN_WIDTH(32), .DATA_WIDTH(DATA_WIDTH)) l1(clk, in, layer_1);
    fixed_adder_arr #(.ARRAY_IN_WIDTH(16), .DATA_WIDTH(DATA_WIDTH+1)) l2(clk, layer_1, layer_2);
    fixed_adder_arr #(.ARRAY_IN_WIDTH(8), .DATA_WIDTH(DATA_WIDTH+2)) l3(clk, layer_2, layer_3);
    fixed_adder_arr #(.ARRAY_IN_WIDTH(4), .DATA_WIDTH(DATA_WIDTH+3)) l4(clk, layer_3, layer_4);
    fixed_adder_arr_out_1d #(.DATA_WIDTH(DATA_WIDTH+4)) l5(clk, layer_4, out);
endmodule
module fixed_adder_arr #(
  parameter int unsigned ARRAY_IN_WIDTH=64,
  parameter int unsigned ARRAY_OUT_WIDTH=ARRAY_IN_WIDTH/2,
  parameter int unsigned DATA_WIDTH=32
)(
    input clk,
    input signed [DATA_WIDTH-1:0] in [0:ARRAY_IN_WIDTH-1],
    output logic signed [DATA_WIDTH:0] out [0:ARRAY_OUT_WIDTH-1]
);
int i;
always_ff @(posedge clk) begin
    for (i=0; i<ARRAY_OUT_WIDTH; i=i+1) begin: add_arr
        out[i] = in[2*i] + in[2*i+1];
    end
end
endmodule
module fixed_adder_arr_out_1d #(
  parameter int unsigned DATA_WIDTH=32
)(
    input clk,
    input signed [DATA_WIDTH-1:0] in [0:1],
    output logic signed [DATA_WIDTH:0] out
);
always_ff @(posedge clk) begin
    out = in[0] + in[1];
end
endmodule
==> constraint.sdc <==
current_design fixed_adder_tree

set clk_period 11.4
set clk_io_pct 0.2

create_clock -name clk0 -period $clk_period [get_ports {clk}]

set non_clock_inputs [all_inputs -no_clocks]
set_input_delay [expr $clk_period * $clk_io_pct] -clock clk0 $non_clock_inputs
set_output_delay [expr $clk_period * $clk_io_pct] -clock clk0 [all_outputs]
==> job_summary.md <==
### Metrics collected by this job

| Metric | Value |
|---|---|
| Main logic family after synthesis | AND-OR/OR-AND gates |
| Worst path cell trace | clkdlybuf4s50_1 > ha_1 > fa_1 > a21o_1 > a221oi_1 > a2111oi_2 > buf_4 > nor2_1 > nor4_1 > or3_1 > nor3b_1 > a31oi_1 > xnor2_1 |
| DP HPWL | 251200 um |
| Int Power | 13800 uW |
| Fill cell count | 42187 |
| Largest net degree at the start of global routing | 16 |
| Clock buffer depth | 4 |
| Yosys warning tally | 0 |
| Mapped cell area | 70850 um2 |
| Register area | 21000 um2 |
| Min-delay src | l1.out[165]$_DFF_P_ |
| Minimum clock period | 5.518 ns |
| CTS root buffer | clkbuf_16 |
| DIE WIDTH | 646 um |
| Total congestion overflow | 0 |
| Yosys cell count | 8079 |
| Registers, synthesis | 1049 |
| Skew-Pair Late Insertion Delay | 0.83 ns |
| CP startpoint | in[576] |
| DP Area | 87680 um2 |
| 1st-pass router iterations | 5 |
| # Post-CTS Setup Buffers | 0 |
| Cts hold-fix bufs | 0 |
| Layout cell share with drive strength beyond 1 | 0.03432 |
| Sequential share of power | 0.255 |
| Synthesis-to-finish area growth | 30.77% |
| Fraction of registers with async set/reset | 0 |
| Final Cycle Share | 0.4841 |
| Post-synth cell types | 88 |
| Worst ir drop on vdd | 0.1652 mV |
| Vias in the first global route | 62381 |
| Tightest Hold Check Type | flop to flop |
| PostCTS Resize Cnt | 0 |
| Slowest CP cell | fa_1 |
| I/O Pins | 1062 |
| Max stage delay on crit path | 0.63 ns |
| Clock power frac | 0.185 |
| Sw Ratio | 0.4372 |
| Simple Share, Synth | 0.1269 |
| RSZ-0062 raised after global routing | no |
| Worst reg2reg path startpoint | l2.out[0]$_DFF_P_ |
| Routability Congestion | 0.9359 |
| Max Fanout on Critical Path | 3 |
| DIE HEIGHT | 646 um |
| Commonest Layout Cell | clkdlybuf4s50_1 |
| Power density cells | 264.6 nW/um2 |
| Max transition margin | 0.2363 |
| Gate power share | 0.561 |
| Mapped Cells | 8079 |
| Wl on met1 | 117800 um |
| Avg Vias per Cell | 4.334 |
| Max_cap viols | 0 |
| Placed Instances | 14221 |
| NetSw | 10720 uW |
| XOR/XNOR Fraction of Synth Area | 0.1119 |
| Min Hold Slack | 0.4460 ns |
| Fmax | 181.2 MHz |
| Initial antenna violation count | 62 |
| First-pass GRT wire length | 412600 um |
| Sequential area share after synthesis | 0.2964 |
| CTS tree | built |
| Final core occ | 0.2378 |
| Gr usage total | 0.1351 |
| Synthesis area per yosys | 70850 um2 |
| Count of library flops with an enable pin | 0 |
| Critical path data arrival time | 6.25 ns |
| Critical Path RT | 12.14 ns |
| DRC Markers | 0 |
| Ao+oa area frac | 0.2547 |
| 1st-iter DRT viols | 3638 |
| Routed Antenna Nets | 0 |
| FA/HA/MAJ Cells, Area Fraction | 0.1885 |
| Die Size | 417300 um2 |
| Clk_skew | 0.05047 ns |
| H-tree depth | 4 |
| Drt wl/cell | 19.78 um |
| Num CTS Buffers | 137 |
| Fp_density | 0.1818 |
| Clk slew on worst S/H paths | 0.06 ns |
| Final non-filler cell area | 92650 um2 |
| R2r worst-path depth | 12 |
| Post-route setup TNS | 0 ns |
| Status | completed |
| Ys flop type | dfxtp_1 |
| WHS Path Cells | 1 |
| Layout Cells excl Fill | 14569 |
| Log Warnings | 26 |
| Critical path startpoint category | input pin |
| Final wirelength | 288200 um |
| Leakage | 0.03924 uW |
| Syn Area/Cell | 8.770 um2 |
| Final Max Tran Viols | 0 |
| DR top layer | met5 |
| Top cells excl fill/tap | clkdlybuf4s50_1 (1061), dfxtp_1 (1049), ha_1 (1018), a21oi_1 (892), xnor2_1 (613) |
| Setup-failing EPs final | 0 |
| TritonCTS sink count | 1049 |
| Fin. Hold Viols | 0 |
| Core area | 389700 um2 |
| CP Capture Type | flop |
| Worst-Margin Slew | 1.117 ns |
| Logic area | 48400 um2 |
| Via count | 63141 |
| Met2 wire length | 144100 um |
| Cell row count | 229 |
| IO Port Bufs | 1061 |
| Area fraction in mux cells | 0.0007594 |
| Met3 Routed Length | 13930 um |
| Worst setup path category | input pin to flop |
-- flip-flops by register name, summed over array words and instances (netlist names) --
name,flops
l1.out,528
l2.out,272
l3.out,140
l4.out,72
l5.out,37
-- critical path: cells and delay by family --
family / cells / cell delay (ns)
AOI/OAI and AO/OA: 4 / 1.27
xor gates and xnor gates: 1 / 0.14
adders and majority gates: 2 / 1.03
buffers and inverters: 2 / 0.62
and+or+nand+nor: 4 / 0.85
-- Yosys cell counts, drive strengths merged, types with 11 or more instances --
cell / count / share of area
xnor2: 613 / 0.076
a211oi: 71 / 0.0076
and2: 47 / 0.0042
nor3: 109 / 0.0077
xor2: 292 / 0.036
nand3b: 17 / 0.0018
o211ai: 70 / 0.0074
a41oi: 26 / 0.0032
a21o: 515 / 0.055
a21boi: 23 / 0.0024
a221o: 29 / 0.0041
a2111oi: 28 / 0.0039
a311oi: 25 / 0.0031
a221oi: 26 / 0.0033
a21oi: 894 / 0.063
a41o: 11 / 0.0016
o22ai: 15 / 0.0013
o21a: 110 / 0.012
nand2: 508 / 0.027
o41ai: 18 / 0.0025
o211a: 11 / 0.0016
a31o: 20 / 0.0025
nand2b: 117 / 0.010
nor4: 13 / 0.0011
o31ai: 41 / 0.0048
o21ai: 494 / 0.035
nand3: 161 / 0.011
or3: 22 / 0.0019
nand4: 105 / 0.0093
o21bai: 148 / 0.016
fa: 31 / 0.0088
ha: 1018 / 0.18
a211o: 22 / 0.0027
clkbuf: 141 / 0.0075
and3: 83 / 0.0073
dfxtp: 1049 / 0.30
nor2: 487 / 0.026
nor2b: 124 / 0.011
nor3b: 22 / 0.0023
a31oi: 125 / 0.011
or2: 17 / 0.0015
o31a: 20 / 0.0025
inv: 248 / 0.013
and4: 12 / 0.0015
-- per-stage QoR --
step / setup slack [ns] / total power (uW)
after floorplan: 6.633 / 15390
after global placement: 4.902 / 20290
after detailed placement: 4.908 / 20230
after CTS: 5.797 / 25000
after global routing: 5.650 / 26620
final: 5.882 / 24520
-- layer usage --
metal | track usage | up-vias
li1 | - | 31956
met1 | 0.1654 | 29282
met2 | 0.2386 | 1537
met3 | 0.02290 | 342
met4 | 0.04810 | 24
met5 | 0 | -
-- cells by family (layout without fill, tap and decap cells) --
kind of cell,count (synthesis),in the layout
compound gates,2810,2810
xor+xnor,905,905
fa+ha+maj,1049,1049
buf+inv,393,1581
flops,1049,1049
mux,5,5
other cells,0,105
simple gates,1868,1868
-- final cells by class --
class	count	share of cell area
inverter	248	0.01005
sequential	1049	0.2267
antenna	105	0.002836
timing repair buffer	1090	0.1170
tap	5197	0.07018
clock buffer	168	0.03988
multi-input combinational	6637	0.5224
clock inverter	75	0.01102
-- power groups by stage --
| stage | logic [uW] | registers, uW | clock network, uW |
|---|---|---|---|
| 5_1_grt | 15400 | 6390 | 4830 |
| 6_report | 13700 | 6250 | 4530 |
| 4_1_cts | 14000 | 6310 | 4700 |
-- worst paths after layout --
path,endpoint,slack (ns)
max,l1.out[327]$_DFF_P_,5.88
min,l2.out[68]$_DFF_P_,0.45
min reg2reg,l2.out[68]$_DFF_P_,0.45
max reg2reg,l3.out[34]$_DFF_P_,7.61
Power and IR drop assume default switching activity.
