==> design.v <==
module fixed_adder_tree #(
    parameter int unsigned DATA_WIDTH = 32
)(
    input clk,
    input signed [DATA_WIDTH-1:0] in[0:31],
    output logic signed [DATA_WIDTH+4:0] out
);
    logic signed [DATA_WIDTH:0] layer_1 [0:15];
    logic signed [DATA_WIDTH+1:0] layer_2 [0:7];
    logic signed [DATA_WIDTH+2:0] layer_3 [0:3];
    logic signed [DATA_WIDTH+3:0] layer_4 [0:1];
    fixed_adder_arr #(.ARRAY_IN_WIDTH(32), .DATA_WIDTH(DATA_WIDTH)) l1(clk, in, layer_1);
    fixed_adder_arr #(.ARRAY_IN_WIDTH(16), .DATA_WIDTH(DATA_WIDTH+1)) l2(clk, layer_1, layer_2);
    fixed_adder_arr #(.ARRAY_IN_WIDTH(8), .DATA_WIDTH(DATA_WIDTH+2)) l3(clk, layer_2, layer_3);
    fixed_adder_arr #(.ARRAY_IN_WIDTH(4), .DATA_WIDTH(DATA_WIDTH+3)) l4(clk, layer_3, layer_4);
    fixed_adder_arr_out_1d #(.DATA_WIDTH(DATA_WIDTH+4)) l5(clk, layer_4, out);
endmodule
module fixed_adder_arr #(
  parameter int unsigned ARRAY_IN_WIDTH=64,
  parameter int unsigned ARRAY_OUT_WIDTH=ARRAY_IN_WIDTH/2,
  parameter int unsigned DATA_WIDTH=32
)(
    input clk,
    input signed [DATA_WIDTH-1:0] in [0:ARRAY_IN_WIDTH-1],
    output logic signed [DATA_WIDTH:0] out [0:ARRAY_OUT_WIDTH-1]
);
int i;
always_ff @(posedge clk) begin
    for (i=0; i<ARRAY_OUT_WIDTH; i=i+1) begin: add_arr
        out[i] = in[2*i] + in[2*i+1];
    end
end
endmodule
module fixed_adder_arr_out_1d #(
  parameter int unsigned DATA_WIDTH=32
)(
    input clk,
    input signed [DATA_WIDTH-1:0] in [0:1],
    output logic signed [DATA_WIDTH:0] out
);
always_ff @(posedge clk) begin
    out = in[0] + in[1];
end
endmodule
module fp32_converter #(
    parameter int unsigned DATA_WIDTH = 51,        
    parameter int unsigned FIXED_POINT = 46        
) (
    input [DATA_WIDTH-1:0] in_fixed,
    input [7:0]            exp,
    output [31:0]          fp32
);
logic sign;
logic [DATA_WIDTH-1:0] abs_fixed;
logic [63:0] abs_fixed_64;
logic [5:0] first_set_bit;
logic [7:0] exp_out;
logic [DATA_WIDTH-1:0] shifted_fixed;
logic [5:0] shamt;
logic [22:0] mantissa;
assign sign = in_fixed[DATA_WIDTH-1];
assign abs_fixed = sign ? (~in_fixed)+1: in_fixed;
assign abs_fixed_64 = abs_fixed;
first_set_bit64 first_set_bit64_inst(
    .x (abs_fixed_64), 
    .q (first_set_bit),
    .aOut ()
);
assign exp_out = exp + first_set_bit - FIXED_POINT + 8'b01111111;
assign shamt = first_set_bit - 23;
assign shifted_fixed = abs_fixed >> shamt;
assign mantissa = shifted_fixed[22:0]; 
assign fp32 = {sign, exp_out, mantissa};
endmodule
module fp_adder_tree #(
    parameter int unsigned N = 8
) (
    input clk,
    input [31:0] fp_in[0:N-1],
    output [31:0] out
);
localparam EXP_W = 8;
localparam EXP_BIAS = 127;
localparam MANT_W = 23;
logic [N-1:0] in_sign;
logic signed [EXP_W-1:0] in_exp[0:N-1];
logic unsigned [MANT_W-1:0] in_mant[0:N-1];
logic unsigned [MANT_W:0] in_mant_all[0:N-1];
logic [N-1:0] is_normal;
logic signed [EXP_W-1:0] exp_max;
logic unsigned [2*MANT_W:0] mant_shift[0:N-1];
logic signed [2*MANT_W+1:0] mant_shift_sign[0:N-1];
logic signed [2*MANT_W+2:0] reduction_4 [0:3];
logic signed [2*MANT_W+3:0] reduction_2 [0:1];
logic signed [2*MANT_W+4:0] fixed_adder_out;
int i;
always_comb begin
    for(i=0;i<N;i=i+1) begin
        in_sign[i] = fp_in[i][EXP_W+MANT_W];
        is_normal[i] = fp_in[i][EXP_W+MANT_W-1:MANT_W] != {EXP_W{1'b0}};
        in_exp[i] = is_normal[i] ? {1'b0, fp_in[i][EXP_W+MANT_W-1:MANT_W]}-EXP_BIAS: -EXP_BIAS+1;
        in_mant[i] = fp_in[i][MANT_W-1:0];
        in_mant_all[i] = {is_normal[i], in_mant[i]};  
    end
end
normalizer #(.N(N), .EXP_W(EXP_W), .MANT_W(MANT_W)) normalizer_inst (
    .clk (clk),
    .exp (in_exp),
    .mant (in_mant_all),
    .exp_max (exp_max),
    .out (mant_shift)
);
int j;
always_comb begin
    for(j=0;j<N;j=j+1) begin
        if (in_sign[j]) begin
            mant_shift_sign[j] <= ~{1'b0, mant_shift[j]}+1;
        end else begin
            mant_shift_sign[j] <= {1'b0, mant_shift[j]};
        end
    end
end
fixed_adder_arr #(.ARRAY_IN_WIDTH(8), .DATA_WIDTH(2*MANT_W+2)) l1(
    clk, mant_shift_sign, reduction_4
);
fixed_adder_arr #(.ARRAY_IN_WIDTH(4), .DATA_WIDTH(2*MANT_W+3)) l2(
    clk, reduction_4, reduction_2
);
fixed_adder_arr_out_1d #(.DATA_WIDTH(2*MANT_W+4)) l3(
    clk, reduction_2, fixed_adder_out
);
fp32_converter #(
    .DATA_WIDTH (2*MANT_W+5),
    .FIXED_POINT (2*MANT_W)
) fp32_converter_inst (
    .in_fixed (fixed_adder_out),
    .exp (exp_max),
    .fp32 (out)
);
endmodule
module first_set_bit64(
  input logic [63:0] x,
  output logic [5:0] q,
  output logic aOut
);
logic [4:0] z0,z1;
logic [1:0] a;
first_set_bit32 lzc0(x[31:0],z0,a[0]);
first_set_bit32 lzc1(x[63:32],z1,a[1]);
assign aOut = a[1] && a[0];
assign q = (a[1]) ? {1'b0,z0} : {1'b1,z1};
endmodule
module first_set_bit32(
  input logic [31:0] x,
  output logic [4:0] q,
  output logic aOut
);
logic [3:0] z0,z1;
logic [1:0] a;
first_set_bit16 lzc0(x[15:0],z0,a[0]);
first_set_bit16 lzc1(x[31:16],z1,a[1]);
assign aOut = a[1] && a[0];
assign q = (a[1]) ? {1'b0,z0} : {1'b1,z1};
endmodule
module first_set_bit16(
  input logic [15:0] x,
  output logic [3:0] q,
  output logic aOut
);
logic [2:0] z0,z1;
logic [1:0] a;
first_set_bit8 lzc0(x[7:0],z0,a[0]);
first_set_bit8 lzc1(x[15:8],z1,a[1]);
assign aOut = a[1] && a[0];
assign q = (a[1]) ? {1'b0,z0} : {1'b1,z1};
endmodule
module first_set_bit8(
  input logic [7:0] x,
  output logic [2:0] q,
  output logic aOut
);
logic [1:0] z0,z1;
logic [1:0] a;
first_set_bit4 lzc0(x[3:0],z0,a[0]);
first_set_bit4 lzc1(x[7:4],z1,a[1]);
assign aOut = a[1] && a[0];
assign q = (a[1]) ? {1'b0,z0} : {1'b1,z1};
endmodule
module first_set_bit4(
  input logic [3:0] x,
  output logic [1:0] q,
  output logic a
);
assign a = ~x[3] && ~x[2] && ~x[1] && ~x[0]; 
assign q = 2'b11 - {~(x[3] || x[2]),(~x[3] && x[2]) || (~x[3] && ~x[1])};
endmodule
module max_32 #(
  parameter int unsigned DATA_WIDTH=9
)(
    input clk,
    input signed [DATA_WIDTH-1:0] in [0:31],
    output logic signed [DATA_WIDTH-1:0] out
);
    logic signed [DATA_WIDTH-1:0] max1;
    logic signed [DATA_WIDTH-1:0] max2;
    logic signed [DATA_WIDTH-1:0] max;
    max_16 #(DATA_WIDTH) mx1(.clk(clk), .in(in[0:15]), .out(max1));
    max_16 #(DATA_WIDTH) mx2(.clk(clk), .in(in[16:31]), .out(max2));
    assign max = max1 > max2 ? max1 : max2;
    always_ff @(posedge clk) begin
        out <= max;
    end
endmodule
module max_16 #(
  parameter int unsigned DATA_WIDTH=9
)(
    input clk,
    input signed [DATA_WIDTH-1:0] in [0:15],
    output signed [DATA_WIDTH-1:0] out
);
logic signed [DATA_WIDTH-1:0] max1;
logic signed [DATA_WIDTH-1:0] max2;
logic signed [DATA_WIDTH-1:0] max;
max_8 #(DATA_WIDTH) mx1(.clk(clk), .in(in[0:7]), .out(max1));
max_8 #(DATA_WIDTH) mx2(.clk(clk), .in(in[8:15]), .out(max2));
assign out = max1 > max2 ? max1 : max2;
endmodule
module max_8 #(
  parameter int unsigned DATA_WIDTH=9
)(
    input clk,
    input signed [DATA_WIDTH-1:0] in [0:7],
    output logic signed [DATA_WIDTH-1:0] out
);
logic signed [DATA_WIDTH-1:0] max1;
logic signed [DATA_WIDTH-1:0] max2;
logic signed [DATA_WIDTH-1:0] max;
max_4 #(DATA_WIDTH) mx1(.in(in[0:3]), .out(max1));
max_4 #(DATA_WIDTH) mx2(.in(in[4:7]), .out(max2));
assign max = max1 > max2 ? max1 : max2;
always_ff @(posedge clk) begin
    out <= max;
end
endmodule
module max_4 #(
  parameter int unsigned DATA_WIDTH=9
)(
    input signed [DATA_WIDTH-1:0] in [0:3],
    output signed [DATA_WIDTH-1:0] out
);
logic signed [DATA_WIDTH-1:0] max;
always_comb begin
    max = in[0];
    if (in[1] > max)begin
        max = in[1];
    end
    if (in[2] > max)begin
        max = in[2];
    end
    if (in[3] > max)begin
        max = in[3];
    end
end
assign out = max;
endmodule
module normalizer #(
    parameter N = 8,
    parameter EXP_W = 8,
    parameter MANT_W = 23
) (
    input clk,
    input signed [EXP_W-1:0] exp[0:N-1],
    input unsigned [MANT_W:0] mant[0:N-1],
    output logic signed [EXP_W-1:0] exp_max,
    output logic unsigned [2*MANT_W:0] out[0:N-1]
);
logic unsigned [EXP_W-1:0] exp_diff[0:N-1];
max_8 #(.DATA_WIDTH (EXP_W)) max_inst (
    .clk (clk),
    .in (exp),
    .out (exp_max)
);
int j;
always_comb begin
    for(j=0;j<N;j=j+1) begin
        exp_diff[j] = exp_max - exp[j];
    end
end
int k;
always_comb begin
    for(k=0;k<N;k=k+1) begin
        out[k] = {mant[k], {MANT_W{1'b0}}} >>> exp_diff[k];
    end
end
endmodule
==> run.sh <==
#!/bin/bash
# OpenROAD 26Q1-2900-gdf79404cd8, Yosys 0.63+post, stock flow scripts
make -C /OpenROAD-flow-scripts/flow DESIGN_CONFIG=/design/flow/config.mk WORK_HOME=/design/flow/orfs finish
==> config.mk <==
export PLATFORM = sky130hd
export DESIGN_NAME = fp_adder_tree
export DESIGN_NICKNAME = fp_adder_tree
export VERILOG_FILES = /design/flow/design.v
export SDC_FILE = /design/flow/constraint.sdc
export NUM_CORES = 4
export LEC_CHECK = 1
export CORE_UTILIZATION = 40
export SYNTH_HDL_FRONTEND = slang
==> constraint.sdc <==
current_design fp_adder_tree

set clk_period 29.5
set clk_io_pct 0.2

create_clock -name clk0 -period $clk_period [get_ports {clk}]

set non_clock_inputs [all_inputs -no_clocks]
set_input_delay [expr $clk_period * $clk_io_pct] -clock clk0 $non_clock_inputs
set_output_delay [expr $clk_period * $clk_io_pct] -clock clk0 [all_outputs]
==> flow_metrics.env <==
# source this file to load flow results
export IMPL_status="finished clean"
export IMPL_finalClockSkew_ns=0.03915
export IMPL_routedWlPerCell_um=22.37
export IMPL_ys_cells=8087
export IMPL_insertion_delay_ns=0.60
export IMPL_dieArea_um2=149400
export IMPL_crit_slowest_cell="or4_1"
export IMPL_synth_main_ff_cell="dfxtp_1"
export IMPL_finalCritPeriodShare_pct=52.74
export IMPL_holdWs_ns=0.4532
export IMPL_worstSetupPathType="primary input to flop"
export IMPL_logic_area_um2=49740
export IMPL_finalWorstSetupSlack_ns=13.94
export IMPL_synth_async_reset_ratio_pct=0
export IMPL_place_congestion=1.010
export IMPL_place_ws_ns=13.48
export IMPL_track_usage_pct=30.09
export IMPL_first_pass_iters=10
export IMPL_cts_buffers_inserted=40
export IMPL_cts_sinks=355
export IMPL_maxCapViolations=0
export IMPL_top_area_cell="dfxtp_1"
export IMPL_grt_overflow=0
export IMPL_ys_types=117
export IMPL_initCoreUtil_pct=40.44
export IMPL_h_tree_depth=2
export IMPL_cts_tree="yes"
export IMPL_use_met1_pct=41.67
export IMPL_top_cell_area_share_pct=12.02
export IMPL_slew_headroom_pct=24.66
export IMPL_hold_class="flop to flop"
export IMPL_drcViolationCount=0
export IMPL_yosys_area_um2=59140
export IMPL_max_freq_mhz=64.27
export IMPL_common_cells="nand2_1 (798), nor2_1 (697), a21oi_1 (596)"
export IMPL_globalRoute_busiestLayer="met2"
export IMPL_grt_max_degree=71
export IMPL_drv_slew=0
export IMPL_ys_warn_count=0
export IMPL_first_iter_violations=4880
export IMPL_cp_required_ns=30.01
export IMPL_top_cell="nand2_1"
export IMPL_ys_flops=355
export IMPL_root_buffer="clkbuf_16"
export IMPL_crit_path_end_kind="flop"
export IMPL_drive_above_1_share_pct=7.075
export IMPL_critPathMaxFanout=30
export IMPL_clock_path_buffers=3
export IMPL_grt_pass1_vias=57350
export IMPL_cp_arrival_ns=16.07
export IMPL_row_count=140
export IMPL_coreArea_um2=146300
export IMPL_syn_area_per_cell_um2=7.313
export IMPL_hold_violations=0
export IMPL_min_period_ns=15.56
export IMPL_routed_wl_mm=227.5
export IMPL_ys_seq_share_pct=12.02
export IMPL_tightest_slew_ns=1.102
export IMPL_gr_usage_met2_pct=47.08
export IMPL_start_kind="primary input"
export IMPL_post_cts_resized=0
export IMPL_finalSetupViolCount=0
export IMPL_postCtsSetupBuffers=0
export IMPL_ios=289
export IMPL_fin_setup_tns_ns=0
export IMPL_clkTransAtPathRegs_ns=0.06
export IMPL_dieWidth_um=386.5
export IMPL_cp_top_family="AND-OR/OR-AND gates"
export IMPL_ant_nets=0
export IMPL_via_count=61690
export IMPL_ctsHoldBuffers=0
export IMPL_fillers=14400
export IMPL_rsz0062_at_grt="false"
export IMPL_syn_area_um2=59140
export IMPL_viasPerCell=6.064
export IMPL_portBuffers=288
export IMPL_grt_pass1_wl_mm=346.7
export IMPL_syn_inst=8087
export IMPL_antenna_found_initial=9
export IMPL_cp_buffers_inverters=3
export IMPL_worst_path_largest_cell_delay_ns=0.56
export IMPL_topCellsByArea="dfxtp_1 (12%), ha_1 (10%), xnor2_1 (7.2%)"
export IMPL_area_delta_synth_final_pct=11.30
export IMPL_log_warning_count=33
export IMPL_die_y_um=386.5
export IMPL_dpl_hpwl_mm=189.3
export IMPL_regArea_um2=7108
export IMPL_use_met3_pct=5.343
export IMPL_edf_count=0
## path summary, 6_finish.rpt
kind / start / end / slack, ns / cells after the start
hold / removal: l1.out[147] / l2.out[50] / 0.45 / 1
hold reg to reg: l1.out[147] / l2.out[50] / 0.45 / 1
setup reg to reg: normalizer_inst.max_inst.out[1] / l1.out[144] / 19.94 / 33
setup / recovery: fp_in[28] / l1.out[46] / 13.94 / 37
## stage by stage
stage	std cells	instance area, um^2	util, %
6_report	10170	65830	45.01
4_1_cts	10170	65820	45.00
3_5_place_dp	10100	64400	44.03
2_1_floorplan	8087	59140	-
5_1_grt	10170	65820	45.00
3_3_place_gp	10100	64400	44.03
## logic make-up (layout without fill, tap and decap cells)
group | after synthesis | count (layout) | share of synthesized area, %
AOI/OAI and AO/OA | 2518 | 2518 | 27.87
xor gates and xnor gates | 794 | 794 | 11.88
adders and majority gates | 502 | 502 | 10.81
buffers and inverters | 642 | 810 | 4.235
DFF | 355 | 355 | 12.02
muxes | 574 | 574 | 11.33
other | 0 | 1 | 0
and+or+nand+nor | 2702 | 2702 | 21.86
## cells in the final DEF (no fill, tap or decap), types with 51 or more instances in the layout
| master | Yosys | layout |
|---|---|---|
| a211oi_1 | 78 | 78 |
| a21o_1 | 179 | 179 |
| a21oi_1 | 596 | 596 |
| a31oi_1 | 88 | 88 |
| and3_1 | 93 | 93 |
| buf_4 | 3 | 156 |
| clkdlybuf4s50_1 | 0 | 288 |
| dfxtp_1 | 355 | 354 |
| ha_1 | 484 | 484 |
| inv_1 | 283 | 283 |
| mux2_2 | 134 | 134 |
| mux2i_1 | 375 | 375 |
| mux4_2 | 60 | 60 |
| nand2_1 | 798 | 798 |
| nand2b_1 | 103 | 103 |
| nand3_1 | 252 | 252 |
| nand4_1 | 89 | 89 |
| nor2_1 | 697 | 697 |
| nor2b_1 | 90 | 90 |
| nor3_1 | 198 | 198 |
| nor4_1 | 52 | 52 |
| o211ai_1 | 51 | 51 |
| o21a_1 | 128 | 128 |
| o21ai_0 | 556 | 554 |
| o22ai_1 | 113 | 113 |
| o31ai_1 | 99 | 99 |
| or2_2 | 62 | 62 |
| or3_1 | 88 | 88 |
| xnor2_1 | 486 | 474 |
| xor2_1 | 300 | 287 |
## routing by layer
layer | wire length, um | up-vias
met5 | 157 | -
met3 | 16000 | 405
met2 | 100700 | 2140
met4 | 10000 | 24
li1 | - | 30280
met1 | 100600 | 28840
## worst reg2reg max path, delay by kind of cell (launching register included)
family                   cells  cell delay (ns)
flip-flops                   1             0.32
AND-OR/OR-AND               13             3.42
multiplexers                 3             0.87
XOR/XNOR                     2             0.29
buffers and inverters        4             1.36
adder cells (fa/ha/maj)      3             1.06
AND/OR/NAND/NOR              8             2.19
## registers in the layout, indices dropped and copies added (netlist names)
register	cells
l1.out	196
normalizer_inst.max_inst.out	8
l2.out	100
l3.out	51
## cell type report
| type | instances | share of cell area, % |
|---|---|---|
| antenna | 1 | 0.003801 |
| multi-input combinational | 7090 | 75.56 |
| clock buffer | 52 | 1.743 |
| clock inverter | 22 | 0.4277 |
| inverter | 292 | 1.669 |
| sequential | 355 | 10.80 |
| tap | 1917 | 3.644 |
| timing repair buffer | 444 | 6.158 |
