[./run.sh]
#!/bin/bash
# OpenROAD 26Q1-2900-gdf79404cd8, Yosys 0.63+post, stock flow scripts
make -C /OpenROAD-flow-scripts/flow DESIGN_CONFIG=/design/flow/config.mk WORK_HOME=/design/flow/orfs finish
[./config.mk]
export PLATFORM = sky130hd
export DESIGN_NAME = max_32
export DESIGN_NICKNAME = max_32
export VERILOG_FILES = /design/flow/design.v
export SDC_FILE = /design/flow/constraint.sdc
export NUM_CORES = 4
export LEC_CHECK = 1
export CORE_UTILIZATION = 30
export SYNTH_HDL_FRONTEND = slang
[./constraint.sdc]
current_design max_32

set clk_period 11.4
set clk_io_pct 0.2

create_clock -name clk0 -period $clk_period [get_ports {clk}]

set non_clock_inputs [all_inputs -no_clocks]
set_input_delay [expr $clk_period * $clk_io_pct] -clock clk0 $non_clock_inputs
set_output_delay [expr $clk_period * $clk_io_pct] -clock clk0 [all_outputs]
[./design.v]
module max_32 #(
  parameter int unsigned DATA_WIDTH=9
)(
    input clk,
    input signed [DATA_WIDTH-1:0] in [0:31],
    output logic signed [DATA_WIDTH-1:0] out
);
    logic signed [DATA_WIDTH-1:0] max1;
    logic signed [DATA_WIDTH-1:0] max2;
    logic signed [DATA_WIDTH-1:0] max;
    max_16 #(DATA_WIDTH) mx1(.clk(clk), .in(in[0:15]), .out(max1));
    max_16 #(DATA_WIDTH) mx2(.clk(clk), .in(in[16:31]), .out(max2));
    assign max = max1 > max2 ? max1 : max2;
    always_ff @(posedge clk) begin
        out <= max;
    end
endmodule
module max_16 #(
  parameter int unsigned DATA_WIDTH=9
)(
    input clk,
    input signed [DATA_WIDTH-1:0] in [0:15],
    output signed [DATA_WIDTH-1:0] out
);
logic signed [DATA_WIDTH-1:0] max1;
logic signed [DATA_WIDTH-1:0] max2;
logic signed [DATA_WIDTH-1:0] max;
max_8 #(DATA_WIDTH) mx1(.clk(clk), .in(in[0:7]), .out(max1));
max_8 #(DATA_WIDTH) mx2(.clk(clk), .in(in[8:15]), .out(max2));
assign out = max1 > max2 ? max1 : max2;
endmodule
module max_8 #(
  parameter int unsigned DATA_WIDTH=9
)(
    input clk,
    input signed [DATA_WIDTH-1:0] in [0:7],
    output logic signed [DATA_WIDTH-1:0] out
);
logic signed [DATA_WIDTH-1:0] max1;
logic signed [DATA_WIDTH-1:0] max2;
logic signed [DATA_WIDTH-1:0] max;
max_4 #(DATA_WIDTH) mx1(.in(in[0:3]), .out(max1));
max_4 #(DATA_WIDTH) mx2(.in(in[4:7]), .out(max2));
assign max = max1 > max2 ? max1 : max2;
always_ff @(posedge clk) begin
    out <= max;
end
endmodule
module max_4 #(
  parameter int unsigned DATA_WIDTH=9
)(
    input signed [DATA_WIDTH-1:0] in [0:3],
    output signed [DATA_WIDTH-1:0] out
);
logic signed [DATA_WIDTH-1:0] max;
always_comb begin
    max = in[0];
    if (in[1] > max)begin
        max = in[1];
    end
    if (in[2] > max)begin
        max = in[2];
    end
    if (in[3] > max)begin
        max = in[3];
    end
end
assign out = max;
endmodule
==> flow_results.org <==
#+TITLE: Implementation results

** Final timing
- Final setup vio count :: 0
- Final min period :: 10.50 ns
- TNS Setup :: 0 ns
- Per the final timing report, the hold violations number 0.
- Of the available clock period, the critical path in the final layout requires 0.921.
- At the pin with the least slew margin, the transition time is 0.822 ns.
- Final-report max-slew violation count :: 0
- Worst slew margin relative to its limit :: 0.452
- The highest clock rate this design can be run at is 95.2 MHz.
- Hold is met by 0.617 ns.
- RSZ-0062 raised after global routing :: no
- Worst clock skew :: 0.00564 ns

** Clock network
- Post-CTS Setup Bufs :: 0
- Buffers inserted to repair hold after CTS numbered 0.
- TritonCTS clock tree :: built
- TritonCTS created 5 clock buffers.
- Sinks on Clock Net :: 45
- H-tree level count :: 2
- The clock passes through at most 2 buffers.
- Clock tree root driver cell :: clkbuf_16
- CTS-repair resized insts :: 0
- The later pin in the worst-skew pair is clocked with a latency of 0.30 ns.
- On the worst setup and hold paths after CTS, the clock-pin slew comes to 0.06 ns.

** Pwr
- Sequential fraction of design power :: 0.125
- The worst-case IR drop observed on VDD is 0.0971 mV.
- Switching power as a share of total power :: 0.479
- Per the OpenROAD power report, switching power amounts to 1230 uW.
- Power Density :: 164 nW/um^2
- Combinational share of power :: 0.818
- Clk pwr share :: 0.057
- Power comes to 2580 uW.
- Internal power summed over all cells :: 1340 uW
- The leakage power in the latest report is 0.00778 uW.

** Global routing
- GRT Overall Usage :: 0.172
- Entering global routing, the biggest net connects 24 pins.
- Initial antenna violation count :: 0
- Global-route wire length before repair :: 57,300 um
- The number of global-route vias before repair came to 11,400.
- After global routing the overflow that remains totals 0.

** Die
- The die is 203 um tall.
- Number of I/O pins :: 298
- The floorplan step defined a core boundary enclosing 39,700 sq um.
- According to the floorplan log, the row count is 73.
- The floorplan step defined a die boundary enclosing 41,100 sq um.
- Starting Density :: 0.304
- X dimension of the die :: 203 um

** Critical path
- The critical path contains buffers and inverters numbering 3 combined.
- Worst reg-to-reg setup slack :: 7.08 ns
- STA classifies the critical path startpoint as a primary input.
- The timing report shows that the slowest cell on the worst path is ha_1.
- The worst setup path is of the primary input to flop kind.
- The worst setup path is captured at a flop.
- Of all nets on the critical path, the largest fanout is 23.
- Critical path data required time :: 11.59 ns
- On the critical path the largest part of the delay comes from AND-OR/OR-AND gates.
- CP most frequent cell :: ha_1
- Arrival @ worst endpoint :: 10.69 ns
- The timing report gives the biggest stage delay along the critical path as 0.70 ns.

** Detailed routing
- In the routed netlist, the antenna diode instances number 0.
- Number of detailed-routing iterations run before antenna repair :: 5
- For this run, the detailed router reports a per-instance via density of 5.02.
- The first routing iteration left 454 violations.
- Drt wl/cell :: 15.0 um
- Once detail routing completed, the nets flagged for antenna violations numbered 0.
- Across all layers, the routed design uses 11,800 vias.
- DRC violation count after routing :: 0
- Overall routed net length :: 35,300 um

** Status
- Status :: finished, final reports clean

** Place
- Count of input and output buffers :: 297
- Hpwl dp :: 31,400 um
- Post-DP Area :: 15,600 sq um
- Routability cong. :: 0.888

** Logic synthesis
- Register bit count reported by yosys :: 45
- Post-Synthesis Mean Instance Area :: 7.74 sq um
- Synthesized area :: 12,100 sq um
- Synthesized instance count :: 1,560
- Number of flops mapped to enable cells by yosys :: 0
- According to the Yosys statistics, the synthesized design has a chip area of 12,100 sq um.
- After synthesis, the share of flip-flops with an asynchronous set or reset is 0.
- Cells in synth_stat.txt :: 1,560
- Post-synth the commonest register cell is dfxtp_1.
- The cell type that accounts for the most area after synthesis is ha_1.
- Register share after synthesis :: 0.0746
- In the synthesized netlist, the cells that appear most often are ha_1 (279), inv_1 (238), mux2i_1 (132).
- Synth warnings :: 0
- The share of synthesized area in the top cell type comes to 0.289.
- For this run the top cell type by instance count after synthesis was ha_1.
- In the Yosys stats the netlist draws on 78 distinct library cells.
- Main area contributors :: ha_1 (29%), mux2i_1 (11%), dfxtp_1 (7.5%)

** Worst hold path
- Class of the worst hold path :: flop to flop

** Cells and area
- In the final layout, flip-flops and latches occupy 901 sq um.
- Share of post-route cells with drive strength above 1 :: 0.0556
- MI comb area :: 10,100 sq um
- The final report gives the standard cell area, fillers excluded, as 15,800 sq um.
- Fillers :: 3,927
- The area growth from synthesis to layout is 30.5%.

** Job
- Across all stage logs, warnings added up to 25.
- Across the run, the number of max-cap violations was 0.
[layout make-up]
class                   instances  area share
repair buffers                305       0.192
multi-input cells            1238       0.643
well taps                     525      0.0417
clock buffers                   6     0.00818
clock inverters                 2    0.000952
flip-flops and latches         45      0.0571
inverters                     238      0.0567
[final timing paths]
check,start,to,cells after the start
setup / recovery,in[251],mx1.mx1.out[6]$_DFF_P_,30
hold / removal,mx1.mx1.out[3]$_DFF_P_,out[3]$_DFF_P_,2
setup reg to reg,mx1.mx2.out[1]$_DFF_P_,out[6]$_DFF_P_,19
hold reg to reg,mx1.mx1.out[3]$_DFF_P_,out[3]$_DFF_P_,2
[registers in the layout, summed over array words and instances (netlist names)]
register	count
mx1.mx2.out	9
mx1.mx1.out	9
mx2.mx1.out	9
mx2.mx2.out	9
out	9
[worst min-delay path, stage by stage (launching register included)]
cell     delay (ns)
dfxtp_1        0.34
mux2i_1        0.11
mux2i_1        0.13
[power by group through the flow]
stage	registers (uW)	logic [uW]	clock network, uW
after CTS	326	2130	153
after global routing	335	2400	161
final	324	2110	146
[cell families after synthesis]
| logic type | count (synthesis) | share of synthesized area |
|---|---|---|
| adders and majority gates | 279 | 0.289 |
| xor gates and xnor gates | 1 | 0.000725 |
| DFF | 45 | 0.0746 |
| AOI/OAI and AO/OA | 405 | 0.241 |
| muxes | 177 | 0.153 |
| and+or+nand+nor | 376 | 0.156 |
| buffers and inverters | 277 | 0.0866 |
[layer usage]
metal	GRT usage	share of wire
met2	0.279	0.44
met4	0.0153	0.011
met1	0.252	0.50
met5	0	0
met3	0.0203	0.045
[cells in the final DEF, fill, tap and decap left out, types with 8 or more instances in the layout]
cell             instances
a211o_1                 10
a211oi_1                 8
a21o_1                  32
a21oi_1                 81
a221o_1                  8
a22oi_1                 19
a311oi_1                 9
a31oi_1                  8
a32oi_1                  8
and2_1                  10
buf_4                    8
clkdlybuf4s50_1        297
dfxtp_1                 45
ha_1                   279
inv_1                  238
mux2_2                  41
mux2i_1                132
nand2_1                119
nand2b_1                20
nand3_1                 35
nand4_1                 42
nor2_1                  62
nor2b_1                 30
nor3_1                  18
o2111ai_1               10
o211ai_1                18
o21a_1                  24
o21ai_0                 69
o221ai_1                 8
o31ai_1                 10
or2_2                   14
[through the flow]
stage	worst slack, ns	utilization	cells
2_1_floorplan	2.20	-	1560
4_1_cts	0.960	0.397	2359
3_5_place_dp	0.675	0.393	2351
3_3_place_gp	0.765	0.393	2351
6_report	0.897	0.397	2359
5_1_grt	0.0487	0.397	2359
No activity file was given, so power comes from the tool's default toggle rates.
